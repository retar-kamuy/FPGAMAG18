File: flow/run.sh
#!/bin/bash
# OpenROAD 26Q1-2900-gdf79404cd8, Yosys 0.63+post, stock flow scripts
make -C /OpenROAD-flow-scripts/flow DESIGN_CONFIG=/design/flow/config.mk WORK_HOME=/design/flow/orfs finish
File: flow/config.mk
export PLATFORM = sky130hd
export DESIGN_NAME = fmrv32im_axi_gpio
export DESIGN_NICKNAME = fmrv32im_axi_gpio
export VERILOG_FILES = /design/flow/design.v
export SDC_FILE = /design/flow/constraint.sdc
export NUM_CORES = 4
export LEC_CHECK = 1
export CORE_UTILIZATION = 40
File: flow/constraint.sdc
current_design fmrv32im_axi_gpio

set clk_period 8.3
set clk_io_pct 0.2

create_clock -name clk0 -period $clk_period [get_ports {CLK}]

set non_clock_inputs [all_inputs -no_clocks]
set_input_delay [expr $clk_period * $clk_io_pct] -clock clk0 $non_clock_inputs
set_output_delay [expr $clk_period * $clk_io_pct] -clock clk0 [all_outputs]
File: flow/design.v
module fmrv32im_axi_gpio
(
   input         RST_N,
   input         CLK,
   input [15:0]  S_AXI_AWADDR,
   input [3:0]   S_AXI_AWCACHE,
   input [2:0]   S_AXI_AWPROT,
   input         S_AXI_AWVALID,
   output        S_AXI_AWREADY,
   input [31:0]  S_AXI_WDATA,
   input [3:0]   S_AXI_WSTRB,
   input         S_AXI_WVALID,
   output        S_AXI_WREADY,
   output        S_AXI_BVALID,
   input         S_AXI_BREADY,
   output [1:0]  S_AXI_BRESP,
   input [15:0]  S_AXI_ARADDR,
   input [3:0]   S_AXI_ARCACHE,
   input [2:0]   S_AXI_ARPROT,
   input         S_AXI_ARVALID,
   output        S_AXI_ARREADY,
   output [31:0] S_AXI_RDATA,
   output [1:0]  S_AXI_RRESP,
   output        S_AXI_RVALID,
   input         S_AXI_RREADY,
   input [31:0]  GPIO_I,
   output [31:0] GPIO_OT
);
   wire        local_cs;
   wire        local_rnw;
   wire        local_ack;
   wire [31:0] local_addr;
   wire [3:0]  local_be;
   wire [31:0] local_wdata;
   wire [31:0] local_rdata;
   fmrv32im_axi_gpio_ls u_fmrv32im_axi_gpio_ls
     (
      .ARESETN       ( RST_N          ),
      .ACLK          ( CLK            ),
      .S_AXI_AWADDR  ( S_AXI_AWADDR  ),
      .S_AXI_AWCACHE ( S_AXI_AWCACHE ),
      .S_AXI_AWPROT  ( S_AXI_AWPROT  ),
      .S_AXI_AWVALID ( S_AXI_AWVALID ),
      .S_AXI_AWREADY ( S_AXI_AWREADY ),
      .S_AXI_WDATA   ( S_AXI_WDATA   ),
      .S_AXI_WSTRB   ( S_AXI_WSTRB   ),
      .S_AXI_WVALID  ( S_AXI_WVALID  ),
      .S_AXI_WREADY  ( S_AXI_WREADY  ),
      .S_AXI_BRESP   ( S_AXI_BRESP   ),
      .S_AXI_BVALID  ( S_AXI_BVALID  ),
      .S_AXI_BREADY  ( S_AXI_BREADY  ),
      .S_AXI_ARADDR  ( S_AXI_ARADDR  ),
      .S_AXI_ARCACHE ( S_AXI_ARCACHE ),
      .S_AXI_ARPROT  ( S_AXI_ARPROT  ),
      .S_AXI_ARVALID ( S_AXI_ARVALID ),
      .S_AXI_ARREADY ( S_AXI_ARREADY ),
      .S_AXI_RDATA   ( S_AXI_RDATA   ),
      .S_AXI_RRESP   ( S_AXI_RRESP   ),
      .S_AXI_RVALID  ( S_AXI_RVALID  ),
      .S_AXI_RREADY  ( S_AXI_RREADY  ),
     .LOCAL_CS    ( local_cs),
     .LOCAL_RNW   ( local_rnw),
     .LOCAL_ACK   ( local_ack),
     .LOCAL_ADDR  ( local_addr),
     .LOCAL_BE    ( local_be),
     .LOCAL_WDATA ( local_wdata),
     .LOCAL_RDATA ( local_rdata)
      );
    fmrv32im_axi_gpio_ctrl u_fmrv32im_axi_gpio_ctrl
      (
        .RST_N       ( RST_N),
        .CLK         ( CLK),
        .LOCAL_CS    ( local_cs),
        .LOCAL_RNW   ( local_rnw),
        .LOCAL_ACK   ( local_ack),
        .LOCAL_ADDR  ( local_addr),
        .LOCAL_BE    ( local_be),
        .LOCAL_WDATA ( local_wdata),
        .LOCAL_RDATA ( local_rdata),
        .GPIO_I      ( GPIO_I),
        .GPIO_OT     ( GPIO_OT)
    );
endmodule
module fmrv32im_axi_gpio_ls
(
   input         ARESETN,
   input         ACLK,
   input [15:0]  S_AXI_AWADDR,
   input [3:0]   S_AXI_AWCACHE,
   input [2:0]   S_AXI_AWPROT,
   input         S_AXI_AWVALID,
   output        S_AXI_AWREADY,
   input [31:0]  S_AXI_WDATA,
   input [3:0]   S_AXI_WSTRB,
   input         S_AXI_WVALID,
   output        S_AXI_WREADY,
   output        S_AXI_BVALID,
   input         S_AXI_BREADY,
   output [1:0]  S_AXI_BRESP,
   input [15:0]  S_AXI_ARADDR,
   input [3:0]   S_AXI_ARCACHE,
   input [2:0]   S_AXI_ARPROT,
   input         S_AXI_ARVALID,
   output        S_AXI_ARREADY,
   output [31:0] S_AXI_RDATA,
   output [1:0]  S_AXI_RRESP,
   output        S_AXI_RVALID,
   input         S_AXI_RREADY,
   output        LOCAL_CS,
   output        LOCAL_RNW,
   input         LOCAL_ACK,
   output [31:0] LOCAL_ADDR,
   output [3:0]  LOCAL_BE,
   output [31:0] LOCAL_WDATA,
   input [31:0]  LOCAL_RDATA
  );
   localparam S_IDLE   = 2'd0;
   localparam S_WRITE  = 2'd1;
   localparam S_WRITE2 = 2'd2;
   localparam S_READ   = 2'd3;
   reg [1:0]     state;
   reg           reg_rnw;
   reg [15:0]    reg_addr;
   reg [31:0]    reg_wdata;
   reg [3:0]     reg_be;
   always @( posedge ACLK or negedge ARESETN ) begin
      if( !ARESETN ) begin
         state     <= S_IDLE;
         reg_rnw   <= 1'b0;
         reg_addr  <= 16'd0;
         reg_wdata <= 32'd0;
         reg_be    <= 4'd0;
      end else begin
         case( state )
           S_IDLE: begin
              if( S_AXI_AWVALID ) begin
                 reg_rnw   <= 1'b0;
                 reg_addr  <= S_AXI_AWADDR;
                 state     <= S_WRITE;
              end else if( S_AXI_ARVALID ) begin
                 reg_rnw   <= 1'b1;
                 reg_addr  <= S_AXI_ARADDR;
                 state     <= S_READ;
              end
           end
           S_WRITE: begin
              if( S_AXI_WVALID ) begin
                 state     <= S_WRITE2;
                 reg_wdata <= S_AXI_WDATA;
                 reg_be    <= S_AXI_WSTRB;
              end
           end
           S_WRITE2: begin
              if( LOCAL_ACK & S_AXI_BREADY ) begin
                 state     <= S_IDLE;
              end
           end
           S_READ: begin
              if( LOCAL_ACK & S_AXI_RREADY ) begin
                 state     <= S_IDLE;
              end
           end
           default: begin
              state        <= S_IDLE;
           end
         endcase
      end
   end
   assign LOCAL_CS       = (( state == S_WRITE2 )?1'b1:1'b0) | (( state == S_READ )?1'b1:1'b0) | 1'b0;
   assign LOCAL_RNW      = reg_rnw;
   assign LOCAL_ADDR     = reg_addr;
   assign LOCAL_BE       = reg_be;
   assign LOCAL_WDATA    = reg_wdata;
   assign S_AXI_AWREADY  = ( state == S_WRITE || state == S_IDLE )?1'b1:1'b0;
   assign S_AXI_WREADY   = ( state == S_WRITE || state == S_IDLE )?1'b1:1'b0;
   assign S_AXI_BVALID   = ( state == S_WRITE2 )?LOCAL_ACK:1'b0;
   assign S_AXI_BRESP    = 2'b00;
   assign S_AXI_ARREADY  = ( state == S_READ  || state == S_IDLE )?1'b1:1'b0;
   assign S_AXI_RVALID   = ( state == S_READ )?LOCAL_ACK:1'b0;
   assign S_AXI_RRESP    = 2'b00;
   assign S_AXI_RDATA    = ( state == S_READ )?LOCAL_RDATA:32'd0;
endmodule
module fmrv32im_axi_gpio_ctrl
(
   input         RST_N,
   input         CLK,
   input         LOCAL_CS,
   input         LOCAL_RNW,
   output        LOCAL_ACK,
   input [31:0]  LOCAL_ADDR,
   input [3:0]   LOCAL_BE,
   input [31:0]  LOCAL_WDATA,
   output [31:0] LOCAL_RDATA,
   input [31:0]  GPIO_I,
   output [31:0] GPIO_OT
);
   localparam A_OUT   = 8'h00;
   localparam A_IN    = 8'h04;
   wire          wr_ena, rd_ena, wr_ack;
   reg           rd_ack;
   reg [31:0]    reg_gpio_o;
   reg [31:0]    reg_rdata;
   assign wr_ena = (LOCAL_CS & ~LOCAL_RNW)?1'b1:1'b0;
   assign rd_ena = (LOCAL_CS &  LOCAL_RNW)?1'b1:1'b0;
   assign wr_ack = wr_ena;
   always @(posedge CLK) begin
      if(!RST_N) begin
         reg_gpio_o <= 32'd0;
      end else begin
         if(wr_ena) begin
            case(LOCAL_ADDR[7:0] & 8'hFC)
              A_OUT: begin
                 reg_gpio_o <= LOCAL_WDATA;
              end
              default: begin
              end
            endcase
         end
      end
   end
   always @(posedge CLK) begin
      if(!RST_N) begin
         reg_rdata[31:0] <= 32'd0;
         rd_ack <= 1'b0;
      end else begin
         rd_ack <= rd_ena;
         if(rd_ena) begin
            case(LOCAL_ADDR[7:0] & 8'hFC)
              A_OUT: begin
               reg_rdata[31:0] <= reg_gpio_o[31:0];
              end
              A_IN: begin
                 reg_rdata[31:0] <= GPIO_I;
              end
              default: begin
                 reg_rdata[31:0] <= 32'd0;
              end
            endcase
         end else begin
            reg_rdata[31:0] <= 32'd0;
         end
      end
   end
   assign LOCAL_ACK         = (wr_ack | rd_ack);
   assign LOCAL_RDATA[31:0] = reg_rdata[31:0];
   assign GPIO_OT           = reg_gpio_o;
endmodule
==> impl_results.html <==
<h3>Run summary</h3>
<table>
<tr><th>Metric</th><th>Value</th></tr>
<tr><th colspan="2">Run status</th></tr>
<tr><td>Run status</td><td>finished clean</td></tr>
<tr><th colspan="2">Logic synthesis</th></tr>
<tr><td>And-or/or-and share of the synthesized area</td><td>0.06473</td></tr>
<tr><td>Basic-gate share of the synthesized area counting and, or, nand and nor cells</td><td>0.2087</td></tr>
<tr><td>Sequential share of the synthesized area</td><td>0.5214</td></tr>
<tr><td>Post-Synthesis Mean Instance Area</td><td>9.896 um^2</td></tr>
<tr><td>Yosys warning total</td><td>2</td></tr>
<tr><td>Post-Syn Instances</td><td>461</td></tr>
<tr><td>Xor/xnor share of the synthesized area</td><td>0</td></tr>
<tr><td>Mapped cell area</td><td>0.004562 mm^2</td></tr>
<tr><td>Yosys reg bits</td><td>108</td></tr>
<tr><td>Main logic family</td><td>simple AND/OR/NAND/NOR gates</td></tr>
<tr><td>Post-synth cell types</td><td>29</td></tr>
<tr><td>Yosys chip area</td><td>0.004562 mm^2</td></tr>
<tr><td>Adder and majority gate portion of the synthesized area</td><td>0</td></tr>
<tr><td>Ys cells</td><td>461</td></tr>
<tr><td>MUX area fraction</td><td>0.1492</td></tr>
<tr><th colspan="2">Global routing</th></tr>
<tr><td>Busiest layer in global routing</td><td>met2</td></tr>
<tr><td>Antenna violations before repair</td><td>0</td></tr>
<tr><td>Met2 track demand over resource in global routing</td><td>0.3137</td></tr>
<tr><td>Global Route Usage Sum</td><td>0.1979</td></tr>
<tr><td>Met1 Resource Use GR</td><td>0.2849</td></tr>
<tr><td>Wire length of the first global-routing pass</td><td>17.68 mm</td></tr>
<tr><td>Vias in the first global route</td><td>3489</td></tr>
<tr><td>Pin count of the biggest net entering global routing</td><td>76</td></tr>
<tr><td>Global routing usage on met3</td><td>0.05972</td></tr>
<tr><td>GRT overflow</td><td>0</td></tr>
<tr><th colspan="2">Cells and area</th></tr>
<tr><td>Top cells excl fill/tap</td><td>150 x clkdlybuf4s50_1, 77 x nand2_1, 65 x dfxtp_1, 42 x dfrtp_1, 36 x a21oi_1</td></tr>
<tr><td>Area of the multi-input gates</td><td>0.001951 mm^2</td></tr>
<tr><td>Fraction of final layout cells with drive strength greater than 1</td><td>0.1077</td></tr>
<tr><td>FILL cells</td><td>954</td></tr>
<tr><td>Most numerous logic cell after layout</td><td>clkdlybuf4s50_1</td></tr>
<tr><td>Layout Area Growth over Synthesis</td><td>40.04%</td></tr>
<tr><td>Share of the core filled with cells in the final layout</td><td>0.5817</td></tr>
<tr><td>Area occupied by registers</td><td>0.002379 mm^2</td></tr>
<tr><th colspan="2">Clocking</th></tr>
<tr><td>Number of H-tree levels</td><td>3</td></tr>
<tr><td>TritonCTS Sinks</td><td>108</td></tr>
<tr><td>Num CTS Buffers</td><td>9</td></tr>
<tr><td>Maximum count of clock buffers along a single path</td><td>2</td></tr>
<tr><td>Clk pin slew, worst setup/hold paths</td><td>0.07 ns</td></tr>
<tr><td>Hold bufs inserted after CTS</td><td>0</td></tr>
<tr><td>Clock tree from TritonCTS</td><td>built</td></tr>
<tr><td>Buffer type at the clock tree root</td><td>clkbuf_16</td></tr>
<tr><td>Count of buffers added by post-CTS timing repair for setup</td><td>0</td></tr>
<tr><td>Post-CTS sizing</td><td>0</td></tr>
<tr><td>Clock network latency to the later pin of the worst-skew pair</td><td>0.34 ns</td></tr>
<tr><th colspan="2">Power and ir drop</th></tr>
<tr><td>Leakage</td><td>2.356 nW</td></tr>
<tr><td>Psw</td><td>0.0005119 W</td></tr>
<tr><td>Combinational share of power</td><td>0.293</td></tr>
<tr><td>VDD IR-drop max</td><td>0.0002686 V</td></tr>
<tr><td>Power density over cell area</td><td>247.7 mW/mm^2</td></tr>
<tr><td>Fraction of power consumed by sequential logic</td><td>0.438</td></tr>
<tr><td>Cell internal power dissipation</td><td>0.001070 W</td></tr>
<tr><td>Part of the total power dissipated in the clock network</td><td>0.269</td></tr>
<tr><td>Switching portion of total power</td><td>0.3235</td></tr>
<tr><th colspan="2">Critical path</th></tr>
<tr><td>Required time reported for the critical path endpoint</td><td>6.64 ns</td></tr>
<tr><td>Number of cells on the worst reg-to-reg path</td><td>6</td></tr>
<tr><td>Maximum fanout along the worst path</td><td>26</td></tr>
<tr><td>Worst setup EP type</td><td>output pin</td></tr>
<tr><td>Library cell contributing the largest single delay on the critical path</td><td>dfrtp_1</td></tr>
<tr><td>Setup crit start kind</td><td>flip-flop</td></tr>
<tr><td>Data arrival time of the critical path</td><td>1.87 ns</td></tr>
<tr><td>Cell breakdown of the critical path</td><td>buf_4 &gt; and2_1 &gt; clkdlybuf4s50_1</td></tr>
<tr><td>Largest stage delay on the critical path</td><td>0.53 ns</td></tr>
<tr><td>Worst Setup Path Type</td><td>reg2out</td></tr>
<tr><th colspan="2">Timing</th></tr>
<tr><td>Final Max Slew Viols</td><td>0</td></tr>
<tr><td>Final critical-path share of the clock period</td><td>0.4247</td></tr>
<tr><td>Setup repair after global routing missed its margin</td><td>false</td></tr>
<tr><td>Final count of hold timing violations</td><td>0</td></tr>
<tr><td>Clock skew</td><td>0.007595 ns</td></tr>
<tr><td>Remaining max-slew budget at the tightest pin</td><td>0.4992</td></tr>
<tr><td>Post-layout minimum cycle time</td><td>3.525 ns</td></tr>
<tr><td>Worst-Margin Slew</td><td>0.7504 ns</td></tr>
<tr><td>Final setup violation count</td><td>0</td></tr>
<tr><td>Maximum clock rate</td><td>0.2837 GHz</td></tr>
<tr><td>Setup TNS</td><td>0 ns</td></tr>
<tr><th colspan="2">Detailed routing</th></tr>
<tr><td>Length of the first detailed-routing pass in iterations</td><td>4</td></tr>
<tr><td>Average wire per cell in the routed design</td><td>15.06 um</td></tr>
<tr><td>Post-route antenna net violation count</td><td>0</td></tr>
<tr><td>Wire length reported by the detailed router</td><td>11.05 mm</td></tr>
<tr><td>Diodes inserted</td><td>0</td></tr>
<tr><td>DRC errors left</td><td>0</td></tr>
<tr><td>Detailed-route via count</td><td>3720</td></tr>
<tr><td>First-iteration detailed-routing DRC count</td><td>152</td></tr>
<tr><td>Vias per cell</td><td>5.068</td></tr>
<tr><th colspan="2">Placement</th></tr>
<tr><td>Tally of buffers added on design ports</td><td>151</td></tr>
<tr><td>Final weighted congestion in routability-driven placement</td><td>0.7847</td></tr>
<tr><td>Post-DP HPWL</td><td>7.256 mm</td></tr>
<tr><th colspan="2">Floorplanning</th></tr>
<tr><td>Total Die Area</td><td>0.01184 mm^2</td></tr>
<tr><td>Initial core utilization</td><td>0.4154</td></tr>
<tr><td>Vertical extent of the die</td><td>108.8 um</td></tr>
<tr><td>I/O pins</td><td>194</td></tr>
<tr><td>Row Count</td><td>38</td></tr>
<tr><td>Standard cell core area</td><td>0.01098 mm^2</td></tr>
<tr><td>Horizontal die dimension</td><td>108.8 um</td></tr>
<tr><th colspan="2">Hold path</th></tr>
<tr><td>Worst Hold Path Cells</td><td>2</td></tr>
<tr><td>Worst Hold Class</td><td>reg2reg</td></tr>
<tr><th colspan="2">Flow run</th></tr>
<tr><td>Number of warnings the tools reported</td><td>63</td></tr>
<tr><td>Tally of max-capacitance violations</td><td>0</td></tr>
</table>
==> metrics by stage <==
step                      hold WS (ns)  total power (W)  instance area [um^2]  cells  worst slack, ns
final                           0.4753         0.001582                  6389    734            4.775
after global routing            0.4924         0.001676                  6389    734            4.616
after floorplan                 0.4350         0.001010                  4573    464            5.620
after detailed placement        0.4647         0.001169                  6096    718            5.097
after global placement          0.4617         0.001160                  6096    718            5.107
after CTS                       0.4751         0.001593                  6389    734            4.721
==> power groups by stage <==
stage / combinational, W / sequential (W) / clock (W)
CTS: 0.000467 / 0.000694 / 0.000432
finish: 0.000463 / 0.000694 / 0.000425
global route: 0.000513 / 0.000708 / 0.000455
==> path summary, 6_finish.rpt <==
path	slack, ns	end	start
worst max register to register	6.04	u_fmrv32im_axi_gpio_ctrl.reg_gpio_o[8]	u_fmrv32im_axi_gpio_ls.reg_addr[2]
worst min register to register	0.48	u_fmrv32im_axi_gpio_ctrl.reg_gpio_o[31]	u_fmrv32im_axi_gpio_ctrl.reg_gpio_o[31]
worst max-delay path	4.77	S_AXI_RDATA[20]	u_fmrv32im_axi_gpio_ls.state[3]
max in group asynchronous	5.98	u_fmrv32im_axi_gpio_ls.reg_wdata[12]	RST_N
worst min-delay path	0.48	u_fmrv32im_axi_gpio_ctrl.reg_gpio_o[31]	u_fmrv32im_axi_gpio_ctrl.reg_gpio_o[31]
min in group asynchronous	1.25	u_fmrv32im_axi_gpio_ls.reg_wdata[3]	RST_N
==> state kept, by name, indices dropped and copies added (netlist names) <==
signal	count
u_fmrv32im_axi_gpio_ls.state	4
u_fmrv32im_axi_gpio_ctrl.rd_ack	1
u_fmrv32im_axi_gpio_ls.reg_rnw	1
u_fmrv32im_axi_gpio_ctrl.reg_rdata	32
u_fmrv32im_axi_gpio_ctrl.reg_gpio_o	32
u_fmrv32im_axi_gpio_ls.reg_addr	6
u_fmrv32im_axi_gpio_ls.reg_wdata	32
==> routing by layer <==
layer | wire (um) | vias to the layer above
li1 | - | 1836
met1 | 4999 | 1768
met2 | 5031 | 104
met3 | 872 | 12
met4 | 149 | 0
met5 | 0 | -
==> worst max-delay path, delay by kind of cell, from the launching register on <==
family	cells	cell delay [ns]
DFF	1	0.53
buffers and inverters	2	0.83
and+or+nand+nor	1	0.16
==> logic make-up after synthesis <==
| family | count (synthesis) |
|---|---|
| AND-OR/OR-AND | 51 |
| AND/OR/NAND/NOR | 187 |
| other | 1 |
| buffers and inverters | 50 |
| multiplexers | 64 |
| flip-flops | 108 |
==> area by class of cell <==
type	instances	area share
clock inverters	6	0.009988
well taps	140	0.02742
repair buffers	160	0.2468
multi-input cells	306	0.3053
flip-flops and latches	108	0.3723
inverters	4	0.002350
clock buffers	10	0.03584
==> cells in the mapped netlist (all sizes together) <==
library cell | instances | area [um^2]
nand2 | 77 | 289.0
dfxtp | 65 | 1301
dfrtp | 42 | 1051
a21oi | 36 | 180.2
and2 | 34 | 212.7
mux2 | 32 | 360.4
mux2i | 32 | 320.3
nand3 | 32 | 160.2
nand4 | 32 | 200.2
clkbuf | 25 | 93.84
buf | 21 | 142.6
a22o | 6 | 52.55
inv | 4 | 15.01
nand3b | 4 | 30.03
o22ai | 4 | 25.02
a32o | 2 | 20.02
nor2 | 2 | 7.510
nor3 | 2 | 21.27
o21ai | 2 | 10.01
or2 | 2 | 12.51
and4bb | 1 | 12.51
conb | 1 | 3.750
dfstp | 1 | 26.28
nand2b | 1 | 6.260
o211ai | 1 | 7.510
Power and IR drop assume default switching activity.
